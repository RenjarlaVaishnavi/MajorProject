**design/flow/design.v**
```verilog
`timescale 1ns / 1ps
module adder(a,b,c, s,co);
    input a,b,c;
    output s,co;
    assign s = a^b^c;
	 assign co = (a&b)|(b&c)|(c&a);
endmodule
`timescale 1ns / 1ps
module clb(a,clk, cin,m,en,rst, s, co);
    input [3:0] a;
    input cin,m,en,rst,clk;
    output s;
    output co;
	 wire y1,y2,y3,y4,y5,y6;
    lut u1 (a[0],a[1],a[2], y1);
	 lut u2 (a[1],a[2],a[3], y2);
	 adder u3 (y1,y2,cin,y3,co);
	 mux1 u4 (y1,y2,a[3],y4);
	 mux1 u5 (y3,y4,m,y5);
	 dff u6 (clk,rst,en,y5, y6);
	  mux1 u7 (y5,y6,m,s);
endmodule
`timescale 1ns / 1ps
module dff(clk,rst,en,din, do);
    input clk,rst,en,din;
    output reg do;
	 always@(posedge clk)
	 if(rst)
	 do <= 1'b0;
	 else if(en)
	 do <= din;
endmodule
`timescale 1ns / 1ps
module induced(sa1,sa0,clk,en,rst,cin,m,a, s,co);
    input sa1,sa0,clk,en,rst,cin,m;
	 input [3:0]a;
    output s;
	 output co;
	 reg [3:0]z1;
   always@(posedge clk)
	if(sa1)
	z1 = {a[0],1'b0,a[2],a[3]};
	else if(sa0)
	z1 = {a[0],a[1],1'b1,a[3]};
	else
	z1 = a;
	clb u1 (z1,clk, cin,m,en,rst, s, co);
endmodule
`timescale 1ns / 1ps
module lut(a,b,c, s);
    input a,b,c;
    output s;
	 wire y1,y2,y3,y4,y5,y6;
	 mux1 u1(1'b0,1'b1,c, y1);
	 mux1 u2(1'b0,1'b1,c, y2);
	 mux1 u3(1'b0,1'b1,c, y3);
	 mux1 u4(1'b0,1'b1,c, y4);
	 mux1 u5 (y1,y2,b,y5);
	 mux1 u6 (y3,y4,b,y6);
	 mux1 u7 (y5,y6,a,s);
endmodule
`timescale 1ns / 1ps
module mux1(a,b,s, y);
    input a,b,s;
    output reg  y;
    always @ (a,b,s)
	 if(s) 
	 y <= b;
	 else
	 y <= a;
endmodule
```
**design/flow/run.sh**
```bash
#!/bin/bash
# OpenROAD 26Q1-2900-gdf79404cd8, Yosys 0.63+post, stock flow scripts
make -C /OpenROAD-flow-scripts/flow DESIGN_CONFIG=/design/flow/config.mk WORK_HOME=/design/flow/orfs finish
```
**design/flow/config.mk**
```make
export PLATFORM = sky130hd
export DESIGN_NAME = induced
export DESIGN_NICKNAME = induced
export VERILOG_FILES = /design/flow/design.v
export SDC_FILE = /design/flow/constraint.sdc
export NUM_CORES = 4
export LEC_CHECK = 1
export CORE_AREA = 10 10 70 70
export DIE_AREA = 0 0 80 80
```
**design/flow/constraint.sdc**
```tcl
current_design induced

set clk_period 1.5
set clk_io_pct 0.2

create_clock -name clk0 -period $clk_period [get_ports {clk}]

set non_clock_inputs [all_inputs -no_clocks]
set_input_delay [expr $clk_period * $clk_io_pct] -clock clk0 $non_clock_inputs
set_output_delay [expr $clk_period * $clk_io_pct] -clock clk0 [all_outputs]
```
==> flow_summary_export.csv <==
group,metric,value,unit
run_status,status,"finished, violations left",
run_status,failed_checks,"setup timing",
die,coreArea,3420,sq um
logic_synthesis,ys_area,179,sq um
critical_path,path_cells,"fa_1 -> mux2_4 -> buf_6",
die,die-area,6400,sq um
pwr,p_clk_share,45.7,%
critical_path,cp_top_family,"adder cells",
pwr,sw_frac_of_total,21.5,%
clocking,clock_path_buffers,2,
logic_synthesis,syn-instance-count,17,
drt,drc,0,
drt,vias,173,
placement,hpwl,494,microns
clocking,htree_num_levels,1,
placement,port_buffers,12,
die,io_pins,13,
drt,diodes,0,
timing,rsz0062_at_grt,"yes",
timing,maxSlewViolCount,0,
die,die_y,80,microns
clocking,root_buffer,"clkbuf_4",
drt,vias_per_cell,2.16,
logic_synthesis,yosysSeqAreaShare,33.6,%
layout,combGateArea,111,sq um
timing,slew_headroom,86.4,%
critical_path,path_max_fanout,2,
global_routing,grt_pass1_wl,897,microns
drt,ant_nets,0,
layout,drive_above_1_share,29.4,%
min_path,worst_hold_path_type,"flip-flop to flip-flop",
timing,setup_slack,-0.218,ns
clocking,clock-sinks,3,
drt,routed_wl,569,microns
flow_run,drv_cap,0,
drt,first_iter_violations,3,
layout,postLayoutCoreUtil,11.6,%
global_routing,grt_pass1_vias,206,
logic_synthesis,yosys-stat-cells,17,
layout,seq_area,62.6,sq um
logic_synthesis,logic_family,"adder cells",
global_routing,grt_max_degree,3,
critical_path,cp-start-kind,"flip-flop",
logic_synthesis,ys_sh_xor,0,%
logic_synthesis,synth.distinct_cells,10,
timing,worstMarginPinSlew,0.202,ns
flow_run,warnings,28,
die,rows,21,
die,initCoreUtil,5.24,%
drt,wl_per_cell,7.11,microns
timing,max_freq,0.582,GHz
layout,nFillCells,400,
pwr,seqPwrFrac,29.8,%
critical_path,critical_path_buf_inv_count,1,
pwr,leakagePower,0.000160,uW
global_routing,overflow,0,
logic_synthesis,ys.warnings.count,3,
timing,setup_viol,1,
critical_path,cp.arrival,1.42,ns
pwr,ir_drop,0.339,mV
clocking,clk_pin_slew,0.04,ns
timing,period_used_share,115,%
pwr,p_total,307,uW
global_routing,antenna_found_initial,0,
logic_synthesis,avgSynthCellArea,10.5,sq um
timing,skew,0.00281,ns
critical_path,cp-end-kind,"output pin",
clocking,ctsHoldBuffers,0,
logic_synthesis,ys_sh_aoi,9.09,%
clocking,numCtsBuffers,3,
layout,area_growth,122,%
die,die_w,80,microns
pwr,cellPowerDensity,772,nW/um^2
placement,place.gp.congestion,0.664,
clocking,cts_tree,"yes",
pwr,internal_power,241,uW
critical_path,cp.required,1.20,ns
pwr,combinationalPowerShare,24.4,%
critical_path,cpPeakStageDelay,0.47,ns
drt,dr.pass1.iters,4,
logic_synthesis,ys_sh_mux,18.2,%
timing,hold_viol,0,
layout,stdcell_count,80,
critical_path,critPathKind,"flip-flop to output pin",
timing,period_needed,1.72,ns
critical_path,crit_slowest_cell,"fa_1",
logic_synthesis,yosys.area_share.simple,14.7,%
global_routing,track_usage,1.90,%
logic_synthesis,synth_flops,3,
clocking,insertion_delay,0.23,ns
logic_synthesis,synth_area,179,sq um
placement,dp.cells,76,
logic_synthesis,fa_ha_area_share,18.2,%
clocking,cts_setup_buffers,0,
pwr,p_sw,66.0,uW
==> worst reg2reg max path, delay by kind of cell, from the launching register on <==
kind | cells | cell delay (ns)
AND-OR/OR-AND | 1 | 0.25
flip-flops | 1 | 0.32
adder cells (fa/ha/maj) | 1 | 0.53
AND/OR/NAND/NOR | 1 | 0.06
==> placed cells by master (no fill, tap or decap) <==
master / instances
and2_1: 1
buf_4: 1
buf_6: 1
clkbuf_1: 1
clkbuf_4: 3
clkdlybuf4s15_1: 2
clkdlybuf4s50_1: 9
dfxtp_1: 1
dfxtp_2: 2
fa_1: 1
ha_1: 1
inv_1: 3
mux2_2: 1
mux2_4: 1
mux2i_1: 1
nor2_1: 3
o41ai_2: 1
or3b_1: 1
==> repair_timing <==
item                                    in CTS  in global routing
cloned                                       0                  0
endpoints found under the setup margin       2                  2
resized                                      8                  3
pin swaps                                    1                  1
==> cell usage after synthesis <==
cell	instances	area (sq um)
dfxtp_1	3	60.1
inv_1	3	11.3
nor2_1	3	11.3
mux2_2	2	22.5
and2_1	1	6.26
fa_1	1	20.0
ha_1	1	12.5
mux2i_1	1	10.0
o41ai_2	1	16.3
or3b_1	1	8.76
==> path summary, 6_finish.rpt <==
check / from / end / slack, ns / depth (start not counted)
max: z1[3] / s / -0.22 / 3
min reg2reg: u1.u6.do / u1.u6.do / 0.57 / 2
min: u1.u6.do / u1.u6.do / 0.57 / 2
max reg2reg: z1[3] / u1.u6.do / 0.25 / 3
==> flip-flops by register name (all words and copies together) (netlist names) <==
name,flops
z1,2
u1.u6.do,1
==> power by group through the flow <==
stage         clock network [uW]  registers (uW)  logic, uW
global route                 158            92.6       84.3
CTS                          147            91.6       70.4
finish                       141            91.6       75.1
==> stage by stage <==
stage	cell area [sq um]	hold slack, ns	setup TNS [ns]	setup WS (ns)
5_1_grt	398	0.596	-0.274	-0.274
3_5_place_dp	364	0.564	-1.34	-0.745
4_1_cts	389	0.575	-0.254	-0.254
2_1_floorplan	179	0.372	0	0.184
3_3_place_gp	364	0.551	-1.32	-0.730
6_report	398	0.572	-0.218	-0.218
==> routing by layer <==
metal  wire length (microns)  vias to the layer above  global-route usage [%]
li1                        -                       89                       -
met1                     313                       68                    2.47
met2                     147                       16                    1.85
met3                     108                        0                    2.39
met4                       0                        0                   0.176
met5                       0                        -                       0
==> layout make-up <==
| class | instances | area share (%) |
|---|---|---|
| inverter | 3 | 2.83 |
| timing repair buffer | 13 | 32.4 |
| multi-input combinational | 11 | 28.0 |
| sequential | 3 | 15.7 |
| tap | 46 | 14.5 |
| clock buffer | 4 | 6.60 |
==> logic make-up after synthesis <==
logic type	Yosys count
AND/OR/NAND/NOR	5
buffers and inverters	3
multiplexers	3
flip-flops	3
adder cells (fa/ha/maj)	2
AND-OR/OR-AND	1
Power is estimated from default activity; no workload was simulated.
